**design.v**
```verilog
interface arb_if(input clk);
   logic reset;
   logic [1:0] grant,request;
endinterface
 `timescale 10 ns / 1 ps
 module xor_design( clk,
					reset,
					a,
					b,
					y);
 input clk;
 input reset;
 input [3:0] a, b;
 output reg [3:0]  y;
 always @(posedge clk)
	begin
		if(!reset)
			begin
				y<=a^b;
			end
		else
			begin
				y<=0;
			end
	end
 endmodule
```
**run.sh**
```bash
#!/bin/bash
# OpenROAD 26Q1-2900-gdf79404cd8, Yosys 0.63+post, stock flow scripts
make -C /OpenROAD-flow-scripts/flow DESIGN_CONFIG=/design/flow/config.mk WORK_HOME=/design/flow/orfs finish
```
**config.mk**
```make
export PLATFORM = sky130hd
export DESIGN_NAME = xor_design
export DESIGN_NICKNAME = xor_design
export VERILOG_FILES = /design/flow/design.v
export SDC_FILE = /design/flow/constraint.sdc
export NUM_CORES = 4
export LEC_CHECK = 1
export CORE_AREA = 10 10 70 70
export DIE_AREA = 0 0 80 80
```
**constraint.sdc**
```tcl
current_design xor_design

set clk_period 1.0
set clk_io_pct 0.2

create_clock -name clk0 -period $clk_period [get_ports {clk}]

set non_clock_inputs [all_inputs -no_clocks]
set_input_delay [expr $clk_period * $clk_io_pct] -clock clk0 $non_clock_inputs
set_output_delay [expr $clk_period * $clk_io_pct] -clock clk0 [all_outputs]
```
==> results.sh <==
# flow metrics
export IMPL_maxCapViolCount=0
export IMPL_worst_path_buf_inv=1
export IMPL_muxShareOfSynthArea_pct=0
export IMPL_fmax_ghz=1.04
export IMPL_rsz0062_at_grt="false"
export IMPL_syn_mean_instance_area_um2=10.8
export IMPL_ir_drop_v=0.000218
export IMPL_period_needed_ns=0.961
export IMPL_synth_distinct_cells=3
export IMPL_io_pins=14
export IMPL_holdPathEnd="y[3]"
export IMPL_grt_overflow=0
export IMPL_power_mw=0.445
export IMPL_cp_start_kind="flip-flop"
export IMPL_antenna_found_initial=0
export IMPL_log_warning_count=25
export IMPL_tightest_slew_ns=0.165
export IMPL_finalSetupViolCount=0
export IMPL_insertedDiodeCount=0
export IMPL_hold_viol=0
export IMPL_die_y_um=80
export IMPL_intPower_mw=0.364
export IMPL_dieArea_mm2=0.00640
export IMPL_ys_seq_elements=4
export IMPL_largest_reg_flops=4
export IMPL_critPathKind="reg -> out"
export IMPL_powerDensity_mw_per_mm2=1310
export IMPL_ant_nets=0
export IMPL_numClockSinks=4
export IMPL_placedCellCount=71
export IMPL_cp_startpoint="y[2]"
export IMPL_portBuffers=13
export IMPL_fp_util_pct=3.81
export IMPL_root_buffer="clkbuf_4"
export IMPL_ys_sh_adder_pct=0
export IMPL_synth_warnings=1
export IMPL_xor_share_pct=26.9
export IMPL_area_delta_synth_final_pct=161
export IMPL_grt_pass1_vias=150
export IMPL_wl_per_cell_um=6.62
export IMPL_rows=21
export IMPL_regMostFlops="y"
export IMPL_syn_inst=12
export IMPL_syn_cell_area_um2=130
export IMPL_clock_path_buffers=2
export IMPL_min_path_type="in -> reg"
export IMPL_arrival_ns=0.76
export IMPL_min_path_cells=2
export IMPL_p_sw_mw=0.0814
export IMPL_max_slew_margin_rel_pct=88.9
export IMPL_period_used_pct=96.1
export IMPL_dr_pass1_iters=2
export IMPL_crit_family="flip-flops"
export IMPL_die_w_um=80
export IMPL_ys_cells=12
export IMPL_top_regs="y (4)"
export IMPL_power_frac_clock_pct=43.2
export IMPL_gp_congestion=0.658
export IMPL_initialDrtViolationCount=9
export IMPL_h_tree_depth=1
export IMPL_worstPathRequired_ns=0.80
export IMPL_synth_simple_area_share_pct=11.5
export IMPL_top_logic_kind="XOR/XNOR gates"
export IMPL_aoi_share_pct=0
export IMPL_status="finished, final reports clean"
export IMPL_finalSetupTns_ns=0
export IMPL_slowest_delay_ns=0.30
export IMPL_yosys_area_um2=130
export IMPL_p_comb_share_pct=16.8
export IMPL_viasPerCell=1.80
export IMPL_fin_hold_ws_ns=0.589
export IMPL_total_leakage_power_nw=0.124
export IMPL_core_area_mm2=0.00342
export IMPL_cts_clk_slew_worst_paths_ns=0.04
export IMPL_final_cell_mix="9 x clkdlybuf4s50_1, 4 x xnor2_1, 4 x nor2_1"
export IMPL_p_seq_share_pct=40.0
export IMPL_final_cells=74
export IMPL_worstSetupEndpointType="output pin"
export IMPL_path_cells="dlygate4sd2_1"
export IMPL_place_area_um2=318
export IMPL_drive_above_1_share_pct=17.9
export IMPL_grt_pass1_wl_um=683
export IMPL_mostFrequentLayoutCell="clkdlybuf4s50_1"
export IMPL_crit_fanout=1
export IMPL_tritoncts="done"
export IMPL_fin_area_um2=339
export IMPL_holdBufCountCts=0
export IMPL_grt_usage_pct=1.60
export IMPL_p_sw_share_pct=18.3
export IMPL_drt_total_wl_um=490
export IMPL_vias=133
export IMPL_slew_viol_final=0
export IMPL_slowest_stage="dfxtp_2"
export IMPL_grt_max_degree=5
export IMPL_min_from="reset"
export IMPL_drc=0
export IMPL_postSynthSeqShare_pct=61.5
export IMPL_cts_buffers=3
==> routing by layer <==
layer | GRT usage [%] | share of wire (%)
met5 | 0 | 0
met4 | 0.352 | 0
met3 | 1.93 | 15
met2 | 2.01 | 39
met1 | 1.66 | 46
==> cell families after synthesis <==
| logic type | count (synthesis) |
|---|---|
| flip-flops | 4 |
| XOR/XNOR | 4 |
| AND/OR/NAND/NOR | 4 |
==> power by group through the flow <==
| stage | Clock, mW | Combinational (mW) | Sequential (mW) |
|---|---|---|---|
| 4_1_cts | 0.202 | 0.0766 | 0.178 |
| 5_1_grt | 0.220 | 0.0811 | 0.180 |
| 6_report | 0.192 | 0.0748 | 0.178 |
==> area by class of cell <==
cell class                 instances  area [um2]
fill                             410        3080
timing repair buffer              13         126
sequential                         4        82.6
tap                               46        57.6
multi-input combinational          8        50.0
clock buffer                       3        22.5
==> through the flow <==
stage                     util [%]  setup WS, ns
after detailed placement      9.30       0.00998
after CTS                     9.89        0.0222
final                         9.93        0.0390
after global routing          9.93       0.00166
after global placement        9.30        0.0172
after floorplan                  -         0.520
==> synthesized netlist by cell type (all sizes together) <==
cell type	count	area share (%)
nor2	4	12
xnor2	4	27
dfxtp	4	62
==> what timing repair did <==
action / in CTS / in global routing
gates resized: 6 / 1
setup buffers: 0 / 0
endpoints found under the setup margin: 4 / 1
==> worst max path at each step <==
| stage | cells after the start | end | slack (ns) |
|---|---|---|---|
| 4_1_cts | 1 | y[0] | 0.02 |
| 6_report | 1 | y[2] | 0.04 |
| 5_1_grt | 1 | y[1] | 0.002 |
Power and IR drop assume default switching activity.
